File: flow/config.mk
export PLATFORM = sky130hd
export DESIGN_NAME = vertical_vga
export DESIGN_NICKNAME = vertical_vga
export VERILOG_FILES = /design/flow/design.v
export SDC_FILE = /design/flow/constraint.sdc
export NUM_CORES = 4
export LEC_CHECK = 1
export CORE_UTILIZATION = 40
File: flow/run.sh
#!/bin/bash
# OpenROAD 26Q1-2900-gdf79404cd8, Yosys 0.63+post, stock flow scripts
make -C /OpenROAD-flow-scripts/flow DESIGN_CONFIG=/design/flow/config.mk WORK_HOME=/design/flow/orfs finish
File: flow/constraint.sdc
current_design vertical_vga

set clk_period 5.7
set clk_io_pct 0.2

create_clock -name clk0 -period $clk_period [get_ports {clk}]

set non_clock_inputs [all_inputs -no_clocks]
set_input_delay [expr $clk_period * $clk_io_pct] -clock clk0 $non_clock_inputs
set_output_delay [expr $clk_period * $clk_io_pct] -clock clk0 [all_outputs]
File: flow/design.v
module vertical_vga(clk, reset, VPIXEL, VSYNC);
input clk, reset;
output reg [6:0] VPIXEL = 7'b000_0000; 
output reg VSYNC;
reg [1:0] CurrentState = 2'b00;
reg [1:0] NextState = 2'b00;
reg [23:0] cycles_counter = 24'b0000_0000_0000_0000_0000_0000;
reg [15:0] five_times_counter = 16'b0000_0000_0000_0000;
reg rst_counter = 1'b0;
reg rst_5times_counter = 1'b0;
reg next_line = 1'b0;
reg rst_vpixel = 1'b0;
reg [15:0] five_counter = 16'b0000_0000_0000_0000;
parameter active_video_time_state = 2'b00;
parameter front_porch_state = 2'b01;
parameter vsync_pulse_state = 2'b10;
parameter back_porch_state = 2'b11;
reg [11:0] pixel = 12'b0000_0000_0000;
reg rst_pixel = 1'b0;
always@(posedge clk or posedge reset)
begin
    if(reset == 1'b1)
    begin
        cycles_counter <= 24'b0000_0000_0000_0000_0000_0000;
    end
    else
    begin
        if(rst_counter == 1'b1)
        begin
            cycles_counter <= 24'b0000_0000_0000_0000_0000_0000;
        end
        else
        begin
            cycles_counter <= cycles_counter + 24'b0000_0000_0000_0000_0000_0001;
        end
    end
end
always@(posedge clk or posedge reset)
begin
    if(reset == 1'b1)
    begin
        CurrentState <= active_video_time_state;
    end
    else
    begin
        CurrentState <= NextState;
    end
end
always@(posedge clk or posedge reset)
begin
    if(reset == 1'b1)
    begin
        five_times_counter <= 8'b0000_0000;
    end
    else
    begin
        if(rst_5times_counter == 1'b1)
        begin
            five_times_counter <= 8'b0000_0000; 
        end
        else
        begin
            five_times_counter <= five_times_counter + 8'b0000_0001;   
        end
    end 
end
always@(posedge clk or posedge reset)
begin
    if(reset == 1'b1)
    begin
        VPIXEL = 7'b000_0000;
    end
    else
    begin
        if(rst_vpixel == 1'b1)
        begin
            VPIXEL = 7'b000_0000;
        end
        else if(next_line == 1'b1)
        begin
            VPIXEL = VPIXEL + 7'b000_0001;
        end
    end
end
always@(CurrentState or cycles_counter or five_times_counter or VPIXEL)
begin
    case(CurrentState)
        active_video_time_state: 
        begin
            rst_vpixel = 1'b0;
            VSYNC = 1'b1;
            rst_counter = 1'b0;
            if(cycles_counter < 24'b0001_0111_0110_1111_1111_1111 && five_times_counter == 16'b0011_1110_0111_1111 && VPIXEL<7'b101_1111) 
            begin
                next_line = 1'b1;
                rst_5times_counter = 1'b1;
                NextState = active_video_time_state;
            end
            else if(cycles_counter == 24'b0001_0111_0110_1111_1111_1111 && VPIXEL == 7'b101_1111)
            begin
                NextState = front_porch_state; 
                rst_5times_counter = 1'b1;
                rst_counter = 1'b1;
                next_line = 1'b1;
            end
            else 
            begin
                next_line = 1'b0;
                rst_5times_counter = 1'b0;
                NextState = active_video_time_state;
            end
        end
        front_porch_state: 
        begin
            rst_vpixel = 1'b0;
            next_line = 1'b0;
            rst_counter = 1'b0;
            rst_5times_counter = 1'b1;
            VSYNC = 1'b1;
            if(cycles_counter == 24'b0000_0000_0111_1100_1111_1111)
            begin
                NextState = vsync_pulse_state;
                rst_counter = 1'b1;
            end
            else
            begin   
                NextState = front_porch_state;
            end
        end
        vsync_pulse_state: 
        begin
            rst_vpixel = 1'b0;
            next_line = 1'b0;
            rst_counter = 1'b0;
            rst_5times_counter = 1'b1;
            VSYNC = 1'b0;
            if(cycles_counter == 24'b0000_0000_0001_1000_1111_1111) 
            begin
                NextState = back_porch_state;
                rst_counter = 1'b1;
            end
            else
            begin   
                NextState = vsync_pulse_state;
            end
        end
        back_porch_state: 
        begin
            rst_vpixel = 1'b0;
            next_line = 1'b0;
            rst_5times_counter = 1'b1;
            rst_counter = 1'b0;
            VSYNC = 1'b1;
            if(cycles_counter == 24'b0000_0001_0110_1010_0111_1111) 
            begin
                NextState = active_video_time_state;
                rst_counter = 1'b1;
                next_line = 1'b1;
                rst_vpixel = 1'b1;
            end
            else
            begin   
                NextState = back_porch_state;
            end
        end
    endcase
end
endmodule
==> run notes <==
yosys + openroad results -> fin. max-slew vios 0, Hold Buf Count CTS 0, minimum setup slack after placement approximately 3.2 ns, Fill cells 599, Area growth syn-to-layout 10.87%, Final min period about 2.6 ns, Slew HR 0.5813, CP Buf/Inv Count 1, final wirelength between 4000 and 5000 µm, diode count 0, Hold/Removal Path Class reg -> reg, Setup TNS Final 0 ns, CTS tree done, Worst path top cell family by delay flip-flops, Initial Util 0.4140, share of layout cells above drive strength 1 0.06897, Synth Flop Type dfrtp_1, DR DRC count 0, Final HPWL DP 3473 µm, drt pass-1 iters 4, Post-synth regs 49, core area 0.006314 mm², tool warning count 25, initial antenna violation count 0, Root Buffer Master clkbuf_8, final hold slack slightly below 0.5 ns, DP Cell Count roughly 360, Reg area about 0.0012 mm², Clock transition at path regs 0.09 ns, Num Clock Sinks 49, vias 1,969, RSZ-0062 raised after global routing false, Layout Cells excl Fill 367, H-Tree Level Count 2, DIE AREA 0.006862 mm², Final Cycle Share 0.4559, clk buf depth 2, leakage about 1.2 nW, iteration-0 DRC count of the detailed router 78, Syn. warnings 1, chip height between 80 and 90 µm, worst-margin pin slew 0.6223 ns, Logic area 0.001309 mm², Post-synth seq share 0.4691, Max Cap Viol 0, GR Util All Layers 0.1638, ys cells 279, Max VDD drop 0.1641 mV, critical path class reg -> out, DR WL/cell between 10 and 15 µm, final hold vios 0, startpoint types flip-flop, crit end category output port, Late-Pin Clk Latency roughly 0.30 ns, vias in the first global route 1,938, data arrival time of the worst path 1.46 ns, status finished, final reports clean, share of flip-flops with an asynchronous set or reset 1.000, chip area line of the yosys report 0.002614 mm², post-CTS setup buffer count 0, Post-Syn Area 0.002614 mm², largest net degree at the start of global routing around 50, Routed Antenna Nets 0, num rows 29, final worst slack 3.102 ns, cts bufs inserted 5, Post-Synthesis Cells 279, clock skew approximately 0.0074 ns, post_cts resized 0, Die Span X 82.84 µm, total gr overflow 0, CP required about 4.6 ns, crit-path cells nand2b_1, clkdlybuf4s50_1, final setup fails 0, slowest stage delay, CP 0.49 ns, final core occ 0.4590, vias per inst between 5 and 6, Port Buffer Count 9, synthesized area per cell 9.368 µm², slowest CP cell dfrtp_1, routability cong. 0.7873, Max Freq slightly below 400 MHz, synth unique cells 39, first-pass GRT wire length 9177 µm, I/O pin count 10, crit path max fanout 10, Power Density about 210 mW/mm², number of enable flip-flop cells 0
[area by class of cell]
| class | count | share of cell area |
|---|---|---|
| Multi-Input combinational cell | 212 | 0.4516 |
| Sequential cell | 49 | 0.4231 |
| Timing Repair Buffer | 12 | 0.03886 |
| Tap cell | 77 | 0.03325 |
| Clock buffer | 6 | 0.02850 |
| Clock inverter | 2 | 0.01295 |
| Inverter | 9 | 0.01166 |
[worst register-to-register path, stage by stage (launching register included)]
cell     delay, ns
dfrtp_1       0.43
or4_1         0.55
nor4_2        0.49
and4_1        0.42
a21oi_1       0.09
o41ai_2       0.06
buf_4         0.27
nor2_1        0.08
[synth_stat cells, types with 5 or more instances]
cell,count,area share
and3_1,6,0.014
and4_1,5,0.017
clkbuf_1,5,0.0072
dfrtp_1,49,0.47
inv_1,9,0.013
nand2_1,21,0.030
nand3_1,18,0.034
nand4_1,15,0.036
nor2_1,47,0.067
nor3_1,5,0.0096
nor4_1,7,0.017
o21ai_0,9,0.017
xnor2_1,15,0.050
xor2_1,21,0.070
[path summary, 6_finish.rpt]
path                            cells after the start                from            endpoint  slack (ns)
worst min register to register                      1   cycles_counter[0]   cycles_counter[0]        0.49
min in group asynchronous                           3               reset  cycles_counter[21]        1.32
max in group asynchronous                           3               reset           VPIXEL[1]        3.98
worst max register to register                      7  cycles_counter[20]   cycles_counter[5]        3.21
worst min-delay path                                1   cycles_counter[0]   cycles_counter[0]        0.49
worst max-delay path                                2     CurrentState[0]               VSYNC        3.10
[through the flow]
stage,cell area (µm²),power [mW]
2_1_floorplan,2614,0.3593
3_3_place_gp,2778,0.3627
3_5_place_dp,2778,0.3627
4_1_cts,2898,0.6228
5_1_grt,2898,0.6366
6_report,2898,0.6111
[metal layers]
layer,wire length (µm),GRT usage,vias to the layer above
met5,0,0,-
met1,2527,0.2707,944
met3,101,0.02119,5
met4,66,0.02038,0
met2,2215,0.2474,20
li1,-,-,1000
[registers in the layout, summed over array words and instances (netlist names)]
name                flops
five_times_counter     16
cycles_counter         24
VPIXEL                  7
CurrentState            2
[power breakdown]
group | leakage (nW) | total (mW) | internal (mW) | switching, mW
Sequential | 0.665 | 0.347 | 0.347 | 0
Combinational | 0.508 | 0.00777 | 0.00112 | 0.00666
Clock | 0.0574 | 0.256 | 0.143 | 0.113
[cells in the final DEF (no fill, tap or decap), drive strengths merged]
master / netlist / routed
nor4: 9 / 9
xnor2: 15 / 15
nand3b: 3 / 3
o211ai: 3 / 3
or4: 3 / 3
clkinvlp: 0 / 1
dfrtp: 49 / 49
nor2: 47 / 47
a211oi: 1 / 1
a41oi: 2 / 2
clkbuf: 5 / 6
nand2: 22 / 22
a21oi: 4 / 4
a22oi: 1 / 1
buf: 4 / 3
o211a: 1 / 1
a31oi: 2 / 2
o21ai: 9 / 9
and4: 5 / 5
ha: 3 / 3
inv: 9 / 9
and2: 2 / 2
nor4b: 2 / 2
xor2: 21 / 21
bufinv: 0 / 1
nand4: 15 / 15
nor3: 5 / 5
a41o: 1 / 1
and3: 7 / 7
or4bb: 1 / 1
o41ai: 1 / 1
clkdlybuf4s50: 0 / 9
nand3: 18 / 18
or2: 2 / 2
nand2b: 3 / 3
or3: 4 / 4
[cell families (layout without fill, tap and decap cells)]
logic type / Yosys count / after routing / share of synthesized area
buffers and inverters: 18 / 29 / 0.03016
xor gates and xnor gates: 36 / 36 / 0.1206
adders and majority gates: 3 / 3 / 0.01436
and+or+nand+nor: 148 / 148 / 0.3011
AOI/OAI and AO/OA: 25 / 25 / 0.06463
DFF: 49 / 49 / 0.4691
No activity file was given, so power comes from the tool's default toggle rates.
