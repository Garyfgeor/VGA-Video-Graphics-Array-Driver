## run.sh

```bash
#!/bin/bash
# OpenROAD 26Q1-2900-gdf79404cd8, Yosys 0.63+post, stock flow scripts
make -C /OpenROAD-flow-scripts/flow DESIGN_CONFIG=/design/flow/config.mk WORK_HOME=/design/flow/orfs finish
```

## config.mk

```make
export PLATFORM = sky130hd
export DESIGN_NAME = horizontal_vga
export DESIGN_NICKNAME = horizontal_vga
export VERILOG_FILES = /design/flow/design.v
export SDC_FILE = /design/flow/constraint.sdc
export NUM_CORES = 4
export LEC_CHECK = 1
export CORE_UTILIZATION = 30
```

## constraint.sdc

```tcl
current_design horizontal_vga

set clk_period 3.7
set clk_io_pct 0.2

create_clock -name clk0 -period $clk_period [get_ports {clk}]

set non_clock_inputs [all_inputs -no_clocks]
set_input_delay [expr $clk_period * $clk_io_pct] -clock clk0 $non_clock_inputs
set_output_delay [expr $clk_period * $clk_io_pct] -clock clk0 [all_outputs]
```

## design.v

```verilog
module horizontal_vga(clk, reset, HPIXEL, HSYNC, rgb);
input clk, reset;
output reg [6:0] HPIXEL = 7'b000_0000; 
output reg HSYNC;
output reg rgb;
reg [1:0] CurrentState = 2'b00;
reg [1:0] NextState = 2'b00;
reg [11:0] cycles_counter = 12'b0000_0000_0000;
reg rst_counter = 1'b0;
reg rst_5times_counter = 1'b0;
reg next_pixel = 1'b0;
reg rst_HPIXEL = 1'b1;
reg [7:0] five_times_counter = 8'b00000000;
parameter display_time_state = 2'b00;
parameter front_porch_state = 2'b01;
parameter hsync_pulse_state = 2'b10;
parameter back_porch_state = 2'b11;
always@(posedge clk or posedge reset)
begin
    if(reset == 1'b1)
    begin
        cycles_counter <= 12'b0000_0000_0000;   
    end
    else
    begin
        if(rst_counter == 1'b1)
        begin
            cycles_counter <= 12'b0000_0000_0000;
        end
        else
        begin
            cycles_counter <= cycles_counter + 12'b0000_0000_0001;
        end 
    end
end
always@(posedge clk or posedge reset)
begin
    if(reset == 1'b1)
    begin
        five_times_counter <= 8'b0000_0000;
    end
    else
    begin
        if(rst_5times_counter == 1'b1)
        begin
            five_times_counter <= 8'b0000_0000; 
        end
        else
        begin
            five_times_counter <= five_times_counter + 8'b0000_0001;   
        end
    end 
end
always@(posedge clk or posedge reset)
begin
    if(reset == 1'b1)
    begin
        HPIXEL = 7'b000_0000;
    end
    else
    begin
        if(rst_HPIXEL == 1'b1)
        begin
            HPIXEL = 7'b000_0000;
        end
        else if(next_pixel == 1'b1)
        begin
            HPIXEL = HPIXEL + 7'b000_0001;
        end
    end
end
always@(posedge clk or posedge reset)
begin
    if(reset == 1'b1)
    begin
        CurrentState <= display_time_state;
    end
    else
    begin
        CurrentState <= NextState;
    end
end
always@(CurrentState or cycles_counter or five_times_counter or HPIXEL)
begin
    case(CurrentState)
      display_time_state: 
       begin
            rgb = 1'b1;
            rst_HPIXEL = 1'b0;
            HSYNC = 1'b1;
            rst_counter = 1'b0;
            if(cycles_counter < 12'b1001_1111_1111 && five_times_counter == 8'b0001_0011 && HPIXEL<7'b111_1111) 
            begin
                next_pixel = 1'b1;
                rst_5times_counter = 1'b1;
                NextState = display_time_state;
            end
            else if(cycles_counter == 12'b1001_1111_1111 && five_times_counter == 8'b0001_0011 && HPIXEL == 7'b111_1111) 
            begin
                NextState = front_porch_state;
                rst_5times_counter = 1'b1;
                rst_counter = 1'b1;
                next_pixel = 1'b0;
                rgb = 1'b0;
            end
            else
            begin
                next_pixel = 1'b0;
                rst_5times_counter = 1'b0;
                NextState = display_time_state;
            end
        end
        front_porch_state: 
        begin
            rgb = 1'b0;
            rst_HPIXEL = 1'b0;
            next_pixel = 1'b0;
            rst_counter = 1'b0;
            rst_5times_counter = 1'b1;
            HSYNC = 1'b1;
            if(cycles_counter == 12'b0000_0011_1111) 
            begin
                NextState = hsync_pulse_state;
                rst_counter = 1'b1;
            end
            else
            begin
                NextState = front_porch_state;
            end
        end
        hsync_pulse_state: 
        begin
            rgb = 1'b0;
            rst_HPIXEL = 1'b0;
            next_pixel = 1'b0;
            rst_counter = 1'b0;
            rst_5times_counter = 1'b1;
            HSYNC = 1'b0;
            if(cycles_counter == 12'b0001_0111_1111) 
            begin
                NextState = back_porch_state;
                rst_counter = 1'b1;
            end
            else
            begin
                NextState = hsync_pulse_state;
            end
        end
        back_porch_state: 
        begin
            rgb = 1'b0;
            next_pixel = 1'b0;
            rst_5times_counter = 1'b1;
            rst_counter = 1'b0;
            HSYNC = 1'b1;
            rst_HPIXEL = 1'b0;
            if(cycles_counter == 12'b0000_1011_1111) 
            begin
                NextState = display_time_state;
                rst_counter = 1'b1;
                next_pixel = 1'b1;
                rst_HPIXEL = 1'b1;
            end
            else
            begin
                NextState = back_porch_state;
            end
        end
    endcase
end
endmodule
```

==> results.txt <==
Notes on the flow outputs.

- The run finished with clean final reports.
- For this design the ratio of total power to cell area is around 350 nW/um^2.
- The critical path startpoint category reads a register.
- The area of the chip reads roughly 5500 um^2.
- Entering global routing, the biggest net connects 30 pins.
- The core region area reads 4880 um^2.
- The horizontal die dimension reported for this design is ~74 um.
- The sort of element at the end of the critical path reads an output port.
- The overall routing resource usage reads 12.11%.
- The CTS root buffer reads sky130_fd_sc_hd__clkbuf_8.
- The post-synth count of flops with an enable pin is 0.
- The clock reaches the later pin of the worst-skew pair after around 0.28 ns.
- The highest supply drop recorded on VDD is roughly 0.00028 V.
- The post-detailed-route wirelength per cell is around 12 um.
- The worst hold path startpoint is cycles_counter[0]$_DFF_PP0_.
- The met1 usage is between 15 and 20%.
- The post-DP HPWL is approximately 2000 um.
- After global routing, the most crowded layer is met2.
- The worst hold-check path type is register to register.
- The stage delay of the slowest cell on the critical path reads roughly 0.46 ns.
- Across the routed clock network, the largest skew measured is about 0.0087 ns.
- The number of setup buffers added after CTS is 0.
- The maximum clock frequency reads around 340 MHz.
- The largest area contributor in the synthesized netlist reads sky130_fd_sc_hd__dfrtp_1.
- The synthesis-stage register bit count reads 29.
- The critical path maximum fanout is 6.
- In this run, the number of DRC markers left after iteration 0 of detailed routing was about 53.
- The first global-routing pass estimated slightly above 5000 um of wire.
- The clock tree from TritonCTS reads done.
- The number of cells in the yosys synthesis report is around 160.
- The end of the worst hold path reads cycles_counter[0]$_DFF_PP0_.
- The portion of the post-synthesis area used by sequential elements reads roughly 46%.
- The die height is approximately 74 um.
- Headroom to the max-slew limit came out at approximately three fifths.
- The critical setup path kind reads register to output port.
- The post-route minimum period reads 2.899 ns.
- The arrival time reported for the critical path endpoint is between 2 and 2.5 ns.
- The number of antenna violations at the first check in global routing is 0.
- The area occupied by multi-input gates is between 800 and 900 um^2.
- The flip-flop and latch area reads 725.7 um^2.
- The final-report max-slew violation count is 0.
- In the global route stage, met3 resource usage came out at between 2 and 3%.
- The area fraction of the largest cell type after synthesis is a little under half.
- The total antenna diodes in the routed design reads 0.
- The endpoint identified for the worst register-to-register timing path is cycles_counter[3]$_DFF_PP0_.
- The total of fill cells in the finished design reads 489.
- The critical path goes through ha_1 -> nand3_2 -> nor4_4 -> a41oi_2 -> clkdlybuf4s50_1.
- The post-synthesis cell type count reads 40.
- The starting density of the core reads 32.26%.
- By area the synthesized netlist is led by sky130_fd_sc_hd__dfrtp_1 (46%), sky130_fd_sc_hd__nand3_1 (5.7%), sky130_fd_sc_hd__nor2_1 (5.5%).
- The number of buffers created by CTS is 5.
- The required time of the critical path is just under 3 ns.
- The met2 track demand over resource is slightly below 20%.
- The depth of the worst hold-timing path reads 1.
- The setup TNS reads 0 ns.
- The total number of warnings across the stage logs reads 25.
- The number of placement rows reads 25.
- The yosys synthesis warning count is 1.
- The prevailing post-synth register cell is sky130_fd_sc_hd__dfrtp_1.
- The hold violation count in the final report reads 0.
- The number of gates given a new drive strength after cts is 0.
- The count of TritonRoute iterations in the first routing pass is 4.
- The proportion of register bits with asynchronous set or reset after synthesis is ~100%.
- The tally of buffers added on design ports is 10.
- Looking at the worst setup and hold paths, the clock pins of their registers show a slew of 0.05 ns.
- The stat command in Yosys gives a chip area of 1574 um^2.
- The sum of overflow across all layers after global routing reads 0.
- The count of cells along the worst register-to-register path reads 6.
- The synthesized area is approximately 1600 um^2.
- For this design the static power due to leakage is just over 0.8 nW.
- The number of endpoints failing setup at the final stage reads 0.
- The count of nets left with antenna violations once routing finished came out at 0.
- The report counts max-capacitance violations totalling 0.
- The final critical-path share of the clock period is about 78%.
- The startpoint of the worst-slack reg-to-reg timing path is cycles_counter[0]$_DFF_PP0_.
- The DRC violation count after routing reads 0.
- The actual transition at the worst max-transition pin reads just under 0.6 ns.
- TritonCTS reports the number of clock sinks as 29.
- Across all register-to-register paths, the minimum setup slack is 1.53 ns.
- The number of global-route vias before repair reads between 1000 and 1500.
- The critical path's slowest stage uses the library cell sky130_fd_sc_hd__clkdlybuf4s50_1.
- The via total after detailed routing reads between 1000 and 1500.
- The number of buffers on the longest clock path reads 2.
- The weighted congestion at the end of routability-driven global placement is 0.8632.
- The detailed-route wire length is about 2800 um.
- The per-cell via count in the routed design is ~4.7.
- The post-route netlist has about an eighth of its cells at a drive strength greater than 1.
- The floorplan report gives the top-level pin count as 11.
- The completed layout was analyzed and its total power is around 660 uW.
- The cell count after synthesis is roughly 160.
- Compared with the post-synthesis result, the final layout area differs by 19.55%.
- The number of hold buffers added after cts reads 0.
- The H-tree level count is 2.
- The synthesized area divided by synthesized cell count is roughly 10 um^2.
- Setup repair after global routing left no endpoint under its margin.
==> through the flow <==
stage	setup slack (ns)	util, %	instance area (um^2)	instances	hold slack [ns]
floorplan	1.691	-	1574	156	0.4551
global placement	1.124	36.18	1765	233	0.4674
detailed placement	1.081	36.18	1765	233	0.4859
CTS	0.7704	38.56	1882	241	0.4992
global route	0.6506	38.56	1882	241	0.5165
finish	0.8014	38.56	1882	241	0.4968
==> cell usage after synthesis, types with 2 or more instances <==
cell                       number
sky130_fd_sc_hd__o21ai_0        4
sky130_fd_sc_hd__and3_1         5
sky130_fd_sc_hd__nand2b_1       3
sky130_fd_sc_hd__xor2_1         9
sky130_fd_sc_hd__dfrtp_1       29
sky130_fd_sc_hd__inv_1          5
sky130_fd_sc_hd__nor3_1         3
sky130_fd_sc_hd__nor2b_1        2
sky130_fd_sc_hd__clkbuf_1       2
sky130_fd_sc_hd__xnor2_1        8
sky130_fd_sc_hd__ha_1           3
sky130_fd_sc_hd__a21o_1         2
sky130_fd_sc_hd__nand2_1        8
sky130_fd_sc_hd__nand3_1       18
sky130_fd_sc_hd__a21oi_1        4
sky130_fd_sc_hd__nand4_1        4
sky130_fd_sc_hd__nor2_1        23
sky130_fd_sc_hd__mux2i_1        2
==> cell families (layout without fill, tap and decap cells) <==
| logic type | Yosys count | count (layout) | synth area share, % |
|---|---|---|---|
| XOR/XNOR | 17 | 17 | 9.460 |
| multiplexers | 2 | 2 | 1.272 |
| flip-flops | 29 | 29 | 46.11 |
| buffers and inverters | 8 | 26 | 2.147 |
| AND/OR/NAND/NOR | 83 | 83 | 31.48 |
| AND-OR/OR-AND | 14 | 14 | 7.154 |
| adder cells (fa/ha/maj) | 3 | 3 | 2.385 |
==> placed cells by master (no fill, tap or decap), types with 2 or more instances in the layout <==
master / n
sky130_fd_sc_hd__a21oi_1: 4
sky130_fd_sc_hd__xor2_1: 9
sky130_fd_sc_hd__nor2_1: 23
sky130_fd_sc_hd__clkdlybuf4s50_1: 10
sky130_fd_sc_hd__and3_1: 5
sky130_fd_sc_hd__xnor2_1: 8
sky130_fd_sc_hd__buf_4: 3
sky130_fd_sc_hd__a21o_1: 2
sky130_fd_sc_hd__mux2i_1: 2
sky130_fd_sc_hd__nand2_1: 8
sky130_fd_sc_hd__clkbuf_8: 6
sky130_fd_sc_hd__dfrtp_1: 29
sky130_fd_sc_hd__o21ai_0: 4
sky130_fd_sc_hd__nand4_1: 4
sky130_fd_sc_hd__nand3_1: 18
sky130_fd_sc_hd__nor3_1: 3
sky130_fd_sc_hd__inv_1: 5
sky130_fd_sc_hd__nor2b_1: 2
sky130_fd_sc_hd__nand2b_1: 3
sky130_fd_sc_hd__ha_1: 3
==> power by group <==
group	internal, mW	switching [mW]	leakage [nW]
registers	0.317	0	0.386
clock network	0.219	0.116	0.0585
logic	0.00169	0.00607	0.380
total	0.538	0.122	0.825
==> area by class of cell <==
type | instances | area share (%)
Multi-Input combinational cell | 119 | 43.28
Timing Repair Buffer | 13 | 6.516
Inverter | 5 | 0.9973
Clock buffer | 7 | 4.588
Sequential cell | 29 | 38.56
Clock inverter | 1 | 1.596
Tap cell | 67 | 4.455
==> worst max-delay path, delay by kind of cell, from the launching register on <==
| kind | cells | cell delay [ns] |
|---|---|---|
| AND/OR/NAND/NOR | 2 | 0.56 |
| flip-flops | 1 | 0.39 |
| adder cells (fa/ha/maj) | 1 | 0.23 |
| AND-OR/OR-AND | 1 | 0.25 |
| buffers and inverters | 1 | 0.46 |
==> state kept, by name (all words and copies together) (netlist names) <==
name and count:
HPIXEL 7, cycles_counter 12, CurrentState 2, five_times_counter 8
==> routing by layer <==
metal / part of all wire (%) / routed length, um / vias up
li1: - / - / 581
met1: 49 / 1385 / 545
met2: 46 / 1310 / 11
met3: 2.9 / 82 / 7
met4: 1.5 / 43 / 0
met5: 0 / 0 / -
==> how the worst max path moves through the flow <==
| stage | startpoint | end | slack, ns | depth (start not counted) |
|---|---|---|---|---|
| after CTS | cycles_counter[0]$_DFF_PP0_ | rgb | 0.77 | 5 |
| after global routing | cycles_counter[0]$_DFF_PP0_ | rgb | 0.65 | 5 |
| final | cycles_counter[0]$_DFF_PP0_ | rgb | 0.80 | 5 |
No activity file was given, so power comes from the tool's default toggle rates.
